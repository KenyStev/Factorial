===== ./run.sh =====
#!/bin/bash
# OpenROAD 26Q1-2900-gdf79404cd8, Yosys 0.63+post, stock flow scripts
make -C /OpenROAD-flow-scripts/flow DESIGN_CONFIG=/design/flow/config.mk WORK_HOME=/design/flow/orfs finish

===== ./config.mk =====
export PLATFORM = sky130hd
export DESIGN_NAME = D_register
export DESIGN_NICKNAME = D_register
export VERILOG_FILES = /design/flow/design.v
export SDC_FILE = /design/flow/constraint.sdc
export NUM_CORES = 4
export LEC_CHECK = 1
export CORE_AREA = 10 10 91 91
export DIE_AREA = 0 0 101 101

===== ./constraint.sdc =====
current_design D_register

set clk_period 1.0
set clk_io_pct 0.2

create_clock -name clk0 -period $clk_period [get_ports {clk}]

set non_clock_inputs [all_inputs -no_clocks]
set_input_delay [expr $clk_period * $clk_io_pct] -clock clk0 $non_clock_inputs
set_output_delay [expr $clk_period * $clk_io_pct] -clock clk0 [all_outputs]

===== ./design.v =====
`timescale 1ns / 1ps
module D_register (  
  input clk,
  input[31:0] D,
  output reg[31:0] Q
  );
  always @(posedge clk) 
    begin  
      Q = D;  
    end  
endmodule

==> flow_summary.yaml <==
# synthesis and place-and-route metrics
power_and_ir_drop:
  pwr-share-seq_pct: 49.1
  p_leak_nw: 0.587
  power_switching_mw: 0.532
  internal_power_mw: 2.25
  max-vdd-ir-drop_uv: 745
  pwr_density_cell_nw_per_um2: 1980
  sw_frac_of_total_pct: 19.1
  pwr-share-comb_pct: 6.8
  p_clk_share_pct: 44.1
yosys:
  top_cell: "dfxtp_1"
  ys_types: 1
  yosysTopAreaCell: "dfxtp_1"
  synth_top_area_share_pct: 100
  async_flop_share_pct: 0
  top_cells_by_area: "dfxtp_1"
  synth.avg_cell_area_um2: 20.0
  syn_area_um2: 641
  ys_seq_share_pct: 100
  syn_inst: 32
  synth-edff-count: 0
  yosys-stat-cells: 32
  ys.flop_type: "dfxtp_1"
  yosysWarnings: 1
  synth-area-yosys_um2: 641
  synth_flops: 32
  common_cells: "dfxtp_1"
clock_tree:
  cts_made_buffers: 5
  cts-htree-levels: 2
  numClockSinks: 32
  root_buffer: "clkbuf_8"
  cts_tree: "done"
  post_cts_buffers: 0
  clk_pin_slew_worst_paths_ns: 0.07
  cts_buffer_depth: 2
final_timing:
  fmax_mhz: 1050
  worst_slack_ns: 0.0448
  worst-slew-pin-transition_ns: 0.0744
  period_minus_slack_ns: 0.955
  slew_viol_final: 0
  tns_ns: 0
  relSlewSlack_pct: 95.0
  hold_violations: 0
  finalSetupViolCount: 0
  finalHoldWorstSlack_ns: 0.344
  min_period_over_period_pct: 95.5
  grt_setup_unrepaired: "no"
drt:
  antenna-diode-count: 0
  drc: 0
  wl_per_cell_um: 12.4
  via_count: 486
  vias_per_cell: 2.69
  antenna_left: 0
  drt-pass1-iter-count: 3
  drt_iter0_markers: 2
  routed_wl_um: 2250
finish:
  area_growth_pct: 119
  largest_reg_flops: 32
  fill_cells: 677
  logic_area_um2: 0
  nMultiInputCombCells: 0
  drive_gt1_share_pct: 38.5
  utilization_pct: 22.1
global_routing:
  met1_usage_pct: 4.16
  grtUsageMet2_pct: 6.88
  grt_pass1_wl_um: 3310
  grt_max_degree: 12
  grt_overflow: 0
  grt.total_usage_pct: 4.29
  grt_pass1_vias: 553
  antenna_found_initial: 0
  met3_usage_pct: 3.74
  busiest_layer: "met2"
run_status:
  status: "finished, final reports clean"
setup_path:
  crit_family: "flip-flops"
  crit_chain: "clkdlybuf4s15_1"
  worst-path-buf-inv: 1
  cp_max_fo: 1
  slowest_stage: "dfxtp_2"
  critPathKind: "register to output pin"
  slowest_delay_ns: 0.32
  endpoint_kind: "output pin"
  required_ns: 0.80
  arrival_ns: 0.76
  start_kind: "register"
floorplanning:
  initCoreUtil_pct: 10.1
  rows: 29
  chipHeight_um: 101
  io-pin-count: 65
  die_x_um: 101
  coreArea_um2: 6350
  die-area_um2: 10200
worst_hold_path:
  hp-start: "D[28]"
  hold_class: "input port to register"
  hold-path-endpoint: "Q[28]"
  holdPathStages: 1
placed_design:
  portBuffers: 64
  place_congestion: 0.704
  pre_cts_ws_ns: 0.00469
job:
  maxCapViolCount: 0
  warning_count: 25
[worst max-delay path by stage]
| stage | from | end | slack, ns | depth (start not counted) |
|---|---|---|---|---|
| after CTS | Q[23] | Q[23] | 0.002 | 1 |
| after global routing | Q[26] | Q[26] | 0.0008 | 1 |
| final | Q[10] | Q[10] | 0.04 | 1 |
[per-stage QoR]
| stage | total power [mW] | std cells | instance area [um^2] |
|---|---|---|---|
| final | 2.78 | 181 | 1400 |
| after global routing | 2.93 | 181 | 1400 |
| after CTS | 2.87 | 181 | 1480 |
| after detailed placement | 1.64 | 173 | 1380 |
| after global placement | 1.63 | 173 | 1380 |
| after floorplan | 1.37 | 32 | 641 |
[cells in the final DEF (no fill, tap or decap)]
master,instances
clkdlybuf4s50_1,32
dfxtp_1,20
clkbuf_2,17
dfxtp_2,12
clkdlybuf4s15_1,12
clkbuf_8,5
buf_2,3
clkinv_2,1
bufinv_16,1
clkinvlp_4,1
[cell families after synthesis]
| group | count (synthesis) | share of synthesized area, % |
|---|---|---|
| DFF | 32 | 100 |
[layer usage]
layer  vias to the layer above  share of wire (%)
met5                         -                  0
met4                         0               0.49
li1                        238                  -
met1                       212                 33
met2                        34                 50
met3                         2                 17
[power by group through the flow]
stage         logic (mW)  clock network, mW  registers, mW
CTS                0.215               1.29           1.36
global route       0.207               1.35           1.37
finish             0.189               1.23           1.36
[repair_timing]
action / in CTS / in global routing
hold buffers: 0 / 0
setup endpoints to repair: 32 / 19
gates cloned: 0 / 0
resized: 72 / 27
[layout make-up]
class | instances | area, um^2 | share of cell area [%]
Tap cell | 77 | 96.3 | 6.86
Clock inverter | 3 | 42.5 | 3.03
Sequential cell | 32 | 656 | 46.7
Timing Repair Buffer | 64 | 541 | 38.5
Clock buffer | 5 | 68.8 | 4.90
Power figures rest on the tool's default switching activity, not on a simulated workload.
