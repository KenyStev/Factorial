==> ./design.v <==
`timescale 1ns / 1ps
module FSM_CL(
	input z,
	input [1:0] cur_s,
	output reg[1:0] WAsel,
	output reg[1:0] WBsel,
	output reg[1:0] next_s
	 );
	 parameter
		Q0 = 2'b00,
		Q1 = 2'b01,
		Q2 = 2'b10;
	 always @(z or cur_s)
		begin
		next_s = cur_s;
		WAsel =WAsel;
		WBsel =WBsel;
		case(cur_s)
				Q0:
				begin
					WAsel = Q2;
					WBsel = Q0;
					next_s =Q1;
				end
				Q1:
				begin
					if(!z)begin
						WAsel = Q1;
						WBsel = Q1;
						next_s =Q1;
						end
					else begin
						WAsel = Q1;
						WBsel = Q1;
						next_s =Q2;
						end
				end
				Q2:
				begin
					if(!z)begin
						WAsel = Q0;
						WBsel = Q2;
						next_s =Q2;
						end
					else begin
						WAsel = Q0;
						WBsel = Q2;
						next_s =Q2;
						end
				end
			endcase
		end
endmodule
`timescale 1ns / 1ps
module FSM_LOGICA(
	input clk,
	input[31:0] N,
	input[1:0] waSel,
	input[1:0] wbSel,
	output [31:0] a_fact,
	output z
	);
	reg[31:0] rb;
	reg[31:0] ra;
	reg[31:0] rb_temp; 
	reg[31:0] ra_temp;
	assign b_reg = rb;
	assign a_fact = ra;
	always @(posedge clk)
	begin
			ra = ra_temp;
			rb = rb_temp;
	end
	always @(waSel or ra)
	begin
		case(waSel)
			2'b00: ra_temp = ra;
			2'b01: ra_temp = ra * rb;
			2'b10: ra_temp = 32'h1;
			default: 
				ra_temp = 32'hxxxxxxxx;
		endcase
	end
		always @(wbSel or rb)
	begin
		case(wbSel)
			2'b00: rb_temp = N;
			2'b01: rb_temp = rb -1;
			2'b10: rb_temp = rb;
			default: 
				rb_temp = 32'hxxxxxxxx;
		endcase
	end
	assign z = rb_temp==0? 1'b1 : 1'b0;
endmodule
`timescale 1ns / 1ps
module Main(
		input clk, 
		input reset, 
		input[7:0] number, 
		output[7:0] fact
    );
	 wire [31:0] Factorial;
	 assign fact = Factorial[7:0];
	 reg[1:0] cst;
	 wire z;
	 wire[1:0] nst;
	 wire[1:0] Wa;
	 wire[1:0] Wb;
	 FSM_CL FCL(z, cst, Wa, Wb, nst);
	 FSM_LOGICA FL(clk, {24'h0,number}, Wa, Wb, Factorial, z);
	 always @(posedge clk or posedge reset)
		begin
			if(reset) begin
				cst = 2'b00;
				end
			else begin
				cst = nst;
				end
		end
endmodule
==> ./run.sh <==
#!/bin/bash
# OpenROAD 26Q1-2900-gdf79404cd8, Yosys 0.63+post, stock flow scripts
make -C /OpenROAD-flow-scripts/flow DESIGN_CONFIG=/design/flow/config.mk WORK_HOME=/design/flow/orfs finish
==> ./config.mk <==
export PLATFORM = sky130hd
export DESIGN_NAME = Main
export DESIGN_NICKNAME = Main
export VERILOG_FILES = /design/flow/design.v
export SDC_FILE = /design/flow/constraint.sdc
export NUM_CORES = 4
export LEC_CHECK = 1
export CORE_UTILIZATION = 30
==> ./constraint.sdc <==
current_design Main

set clk_period 7.0
set clk_io_pct 0.2

create_clock -name clk0 -period $clk_period [get_ports {clk}]

set non_clock_inputs [all_inputs -no_clocks]
set_input_delay [expr $clk_period * $clk_io_pct] -clock clk0 $non_clock_inputs
set_output_delay [expr $clk_period * $clk_io_pct] -clock clk0 [all_outputs]
==> impl_metrics.yaml <==
# flow metrics
synth:
  flop_cell: "dfxtp_1"
  edf_count: 8
  syn_inst: 399
  yosysChipArea_um2: 3350
  ys_types: 59
  area_leaders: "dfxtp_1 (19%), ha_1 (7.8%), edfxtp_1 (7.2%), fa_1 (6.6%), nand2_1 (5.5%)"
  synth_area_leader_cell: "dfxtp_1"
  async_flop_share_pct: 6.52
  postSynthAreaPerCell_um2: 8.39
  syn_area_um2: 3350
  ys_cells: 399
  ys_warn_count: 4
  top_area_share_pct: 19.1
  ys_seq_elements: 46
final_timing:
  finalCritPeriodShare_pct: 61.3
  untimed_endpoints: 11
  fmax_mhz: 233
  whs_ps: 506
  slew_headroom_pct: 41.8
  hold_viol: 0
  worst_slew_pin_slew_ps: 873
  finalSetupTns_ps: 0
  slew_viol_final: 0
  finalSetupViolations: 0
  unclocked_regs: 3
  period_needed_ps: 4290
  rsz0062_at_grt: "false"
  fin_skew_ps: 12.1
setup_path:
  worstReg2RegStart: "FL.ra[1]"
  required_ps: 7040
  reg2reg_slack_ps: 2710
  cp-end-kind: "register"
  worst-path-buf-inv: 2
  path_class: "register to register"
  reg2reg_depth: 14
  worstPathCellList: "and2_1 -> fa_1 -> inv_1 -> fa_1 -> fa_1 -> inv_1 -> ha_1 -> ha_1 -> ha_1 -> a21o_1 -> a21oi_1 -> xnor2_1 -> xnor2_1 -> nor2_1"
  arrival_ps: 4340
  slowest_stage: "fa_1"
  crit_family: "adder cells"
  crit_fanout: 8
  crit_path_max_incr_delay_ps: 540
  r2r_end: "FL.ra[7]"
  start_kind: "register"
route:
  routed_wl_um: 7690
  routed_via_density: 5.20
  ant_nets: 0
  route.detailed.drc: 0
  antenna_cells: 0
  firstDrtPassIters: 4
  drtIter0Drc: 242
  wire_per_inst_um: 14.2
  vias: 2817
die:
  die_y_um: 108
  ios: 18
  die_area_um2: 11600
  initial_utilization_pct: 30.9
  rows: 38
  chipWidth_um: 108
  fp.coreArea_um2: 10800
power:
  sw_frac_of_total_pct: 21.4
  p_switching_mw: 0.0980
  p_leak_nw: 1.52
  clkPwrFrac_pct: 43.7
  p_int_mw: 0.359
  ir_drop_v: 0.0000717
  powerDensity_nw_per_um2: 123
  power_frac_comb_pct: 1.3
  seqPwrFrac_pct: 55.0
final_layout:
  layout-drive-gt1-share_pct: 5.22
  layout-area-overhead-vs-synth_pct: 11.2
  final_util_pct: 34.3
  stdcell_count: 542
  layout_top_cells: "nand2_1 (49), dfxtp_1 (32), inv_1 (27), o21ai_0 (22), ha_1 (21)"
  mostFrequentLayoutCell: "nand2_1"
worst_hold_path:
  hold_class: "register to register"
  min_to: "FL.rb[28]"
  hold_path_startpoint: "FL.rb[28]"
  holdPathStages: 2
cts:
  clock_path_buffers: 2
  clk_pin_slew_ps: 90
  cts_resized: 0
  cts_tree: "built"
  cts_buffers: 5
  h-tree-depth: 2
  root_buffer: "clkbuf_8"
  insertion_delay_ps: 300
  cts_setup_buffers: 0
  ctsHoldBuffers: 0
flow_run:
  maxCapViolCount: 0
  warning_count: 26
placement:
  dp_cells: 534
  place_congestion: 0.845
  numPortBuffers: 17
  hpwl_um: 5570
global_routing:
  grt_overflow: 0
  grt_pass1_wl_um: 13200
  grt_use_total_pct: 14.6
  grt_start_max_net_pins: 24
  grt_pass1_vias: 2635
  antenna_found_initial: 0
run_status:
  outcome: "completed"
final cells by class:
cell class | instances | area [um2]
Inverter | 27 | 101
Tap cell | 140 | 175
Fill cell | 1096 | 7120
Timing Repair Buffer | 19 | 185
Sequential cell | 46 | 1000
Clock buffer | 7 | 108
Clock inverter | 1 | 8.76
Multi-Input combinational cell | 302 | 2140
metal layers:
metal	routed length [um]	share of wire (%)	vias to the layer above	GRT usage [%]
li1	-	-	1425	-
met3	394	5.1	4	1.85
met2	3410	44	71	21.5
met4	56	0.73	0	1.47
met1	3840	50	1317	24.0
met5	0	0	-	0
state kept, by name (all words and copies together), names as in the netlist:
name	flops
FCL.WBsel	1
FL.ra	8
FL.rb	32
FCL.WAsel	2
cst	3
power by group through the flow:
| stage | Combinational, mW | Clock, mW | Sequential (mW) |
|---|---|---|---|
| 4_1_cts | 0.00609 | 0.206 | 0.252 |
| 5_1_grt | 0.00639 | 0.220 | 0.252 |
| 6_report | 0.00598 | 0.200 | 0.252 |
Yosys cell counts (8+ instances only):
cell	instances
nand2_1	49
dfxtp_1	32
inv_1	27
o21ai_0	22
ha_1	21
and2_1	18
clkbuf_1	18
xnor2_1	15
nor2_1	14
fa_1	11
nor3_1	11
nor4_1	11
or3_1	11
a31oi_1	10
nor2b_1	10
a21oi_1	8
edfxtp_1	8
o211ai_1	8
how the worst max path moves through the flow:
| stage | start | endpoint | slack, ps | cells after the start |
|---|---|---|---|---|
| global route | FL.ra[1] | FL.ra[7] | 2420 | 14 |
| CTS | FL.ra[1] | FL.ra[7] | 2720 | 14 |
| finish | FL.ra[1] | FL.ra[7] | 2710 | 14 |
worst reg2reg max path: cells and delay by family (launching register included):
kind            cells  cell delay, ps
fa+ha+maj           6            2520
compound gates      2             360
buf+inv             2              90
flops               1             520
xor+xnor            2             290
simple gates        2             260
cells by family (layout without fill, tap and decap cells):
logic type | count (synthesis) | count (layout) | share of synthesized area [%]
buf+inv | 51 | 54 | 6.09
latches | 3 | 3 | 1.34
flops | 43 | 43 | 28.6
other cells | 1 | 1 | 0.112
xor+xnor | 21 | 21 | 5.49
compound gates | 82 | 82 | 16.5
simple gates | 164 | 164 | 26.9
fa+ha+maj | 32 | 32 | 14.4
mux | 2 | 2 | 0.635
metrics by stage:
stage                     worst slack (ps)  area [um2]  total power [mW]
after detailed placement              2720        3610             0.263
after global routing                  2420        3720             0.478
after global placement                2730        3610             0.263
final                                 2710        3720             0.457
after floorplan                       2860        3350             0.258
after CTS                             2720        3720             0.464
Power and IR drop assume default switching activity.
